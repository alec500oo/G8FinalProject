**design/flow/config.mk**
```make
export PLATFORM = sky130hd
export DESIGN_NAME = FourDigitSevenSeg
export DESIGN_NICKNAME = FourDigitSevenSeg
export VERILOG_FILES = /design/flow/design.v
export SDC_FILE = /design/flow/constraint.sdc
export NUM_CORES = 4
export LEC_CHECK = 1
export CORE_UTILIZATION = 30
```
**design/flow/constraint.sdc**
```tcl
current_design FourDigitSevenSeg

set clk_period 15.6
set clk_io_pct 0.2

create_clock -name clk0 -period $clk_period [get_ports {clock_1KHz}]

set non_clock_inputs [all_inputs -no_clocks]
set_input_delay [expr $clk_period * $clk_io_pct] -clock clk0 $non_clock_inputs
set_output_delay [expr $clk_period * $clk_io_pct] -clock clk0 [all_outputs]
```
**design/flow/design.v**
```verilog
module DigitSeparator(
 input logic [13:0] displayValue,  
 output logic [3:0] thousands,      
 output logic [3:0] hundreds,       
 output logic [3:0] tens,           
 output logic [3:0] ones           
 ); 
   assign thousands = (displayValue / 1000) % 10;  
   assign hundreds = (displayValue / 100) % 10;
   assign tens = (displayValue / 10) % 10;
   assign ones = displayValue % 10;
endmodule
module DigitTranslator(
 input logic [1:0] digitCount,     
 output logic [2:0] digitSelect   
 ); 
  always_comb
    case(digitCount)  		       
      2'd0 : digitSelect = 3'b000;   
      2'd1 : digitSelect = 3'b001;   
      2'd2 : digitSelect = 3'b011;   
      2'd3 : digitSelect = 3'b100;   
      default : digitSelect = 0;   
    endcase
endmodule
module FourDigitSevenSeg(
 input logic clock_1KHz, reset_n,
 input logic [13:0] displayValue,  	 
 output logic [6:0] display,     	 
 output logic [2:0] digitSelect   	 
 );
logic [3:0] thousands;
logic [3:0] hundreds;
logic [3:0] tens;
logic [3:0] ones;
logic [3:0] value;
logic [1:0] digitCount;
TwoBitCounter i1(
	.clock_1KHz	(clock_1KHz),
	.reset_n	(reset_n),
	.digitCount	(digitCount)
);
DigitTranslator i2(
	.digitCount	(digitCount),
	.digitSelect	(digitSelect)
);
DigitSeparator i3(
	.displayValue	(displayValue),
	.thousands	(thousands),
	.hundreds	(hundreds),
	.tens		(tens),
	.ones		(ones)
);
FourToOneMux i4(
	.thousands	(thousands),
	.hundreds	(hundreds),
	.tens		(tens),
	.ones		(ones),
	.digitCount	(digitCount),
	.value		(value)
);
SevenSeg i5(
	.value		(value),
	.display	(display)
);
endmodule
module FourToOneMux(
 input logic [1:0] digitCount,     
 input logic [3:0] thousands,      
 input logic [3:0] hundreds,       
 input logic [3:0] tens,           
 input logic [3:0] ones,           
 output logic [3:0] value   
 ); 
  always_comb
    case(digitCount)  		       
      2'd3 : value = thousands;  
      2'd2 : value = hundreds;   
      2'd1 : value = tens;       
      2'd0 : value = ones;       
      default : value = ones;    
    endcase
endmodule
module SevenSeg(
 input logic [3:0] value,   
 output logic [6:0] display 
 ); 
  always_comb
    case(value)		 
      4'd0 : display = 7'b1000000;  
      4'd1 : display = 7'b1111001;  
      4'd2 : display = 7'b0100100;  
      4'd3 : display = 7'b0110000;  
      4'd4 : display = 7'b0011001;  
      4'd5 : display = 7'b0010010;  
      4'd6 : display = 7'b0000010;  
      4'd7 : display = 7'b1111000;  
      4'd8 : display = 7'b0000000;  
      4'd9 : display = 7'b0010000;  
      default : display = 7'b0111111;  
    endcase
endmodule
module TwoBitCounter(
 input logic clock_1KHz,	 
 input logic reset_n,		 
 output logic [1:0] digitCount 	 
 ); 
  always_ff@(posedge clock_1KHz, negedge reset_n)
    if   (!reset_n)  digitCount <= 0;
    else             digitCount <= digitCount + 1;
endmodule
```
**design/flow/run.sh**
```bash
#!/bin/bash
# OpenROAD 26Q1-2900-gdf79404cd8, Yosys 0.63+post, stock flow scripts
make -C /OpenROAD-flow-scripts/flow DESIGN_CONFIG=/design/flow/config.mk WORK_HOME=/design/flow/orfs finish
```
==> run_results.csv <==
group,metric,value,unit
logic_synthesis,edf_count,0,
timing,rsz0062_at_grt,"true",
timing,fmax,48.66,MHz
critical_path,cp-start-kind,"input port",
placement,gp_congestion,0.9690,
cells_and_area,largest_reg_flops,2,
placement,place_hpwl,31.34,mm
floorplan,dieArea,33720,µm²
routing,drtIter0Drc,1083,
routing,vias_per_cell,5.584,
critical_path,r2r_end,"i1.digitCount[1]",
timing,hold_slack,573.2,ps
worst_hold_path,hold_class,"flip-flop to flip-flop",
grt,antenna_found_initial,0,
worst_hold_path,holdPathStages,2,
routing,drcViolationCount,0,
cells_and_area,design_area,16250,µm²
cells_and_area,drive_gt1_share,41.03,%
cells_and_area,regMostFlops,"i1.digitCount",
cts,clkLatencyLatePin,220,ps
routing,wl_per_cell,15.36,µm
cts,cts.reportedPaths.clkPinSlew,30,ps
power,vdd_drop_max,146.7,µV
grt,grt_pass1_wl,65.60,mm
critical_path,worst-setup-path-type,"input port to primary output",
logic_synthesis,syn_avg_cell_area,6.465,µm²
critical_path,end_kind,"primary output",
floorplan,io_pins,26,
cts,clock_path_buffers,2,
routing,drtAntennaViolNets,0,
cells_and_area,mostFrequentLayoutCell,"buf_4",
floorplan,die_w,183.6,µm
logic_synthesis,yosys_warnings,4,
logic_synthesis,top_logic_kind,"AND-OR/OR-AND gates",
grt,grt_max_degree,34,
logic_synthesis,synth_adder_area_share,6.472,%
flow_run,warning_count,35,
routing,drtPass1Iterations,5,
timing,period_needed,20550,ps
grt,grt-ovfl-total,0,
cells_and_area,syn2layout_area_growth,64.19,%
cts,cts_buffers,3,
timing,maxSlewViolCount,0,
floorplan,rows,66,
logic_synthesis,ys_sh_mux,3.969,%
routing,vias,14484,
cts,htreeDepth,1,
critical_path,timing.rr.start,"i1.digitCount[0]",
timing,finalSetupViolCount,7,
power,p_total,2997,µW
cts,cts_sinks,2,
floorplan,floorplan.core_util,30.42,%
logic_synthesis,numSynthFlops,2,
critical_path,r2r_slack,14620,ps
critical_path,worstPathRequired,12480,ps
logic_synthesis,synthArstFlopShare,100.0,%
timing,tns,-33590,ps
critical_path,crit_buf_inv,12,
logic_synthesis,synthAoiAreaFrac,45.18,%
timing,skew,4.181,ps
cts,cts_tree,"yes",
logic_synthesis,ys_sh_xor,4.841,%
timing,timing.final.ws_setup,-4950,ps
floorplan,chipHeight,183.6,µm
cts,cts_hold_buf,0,
logic_synthesis,synth.distinct_cells,118,
floorplan,core_area,32540,µm²
critical_path,max_stage_delay,520,ps
logic_synthesis,postSynthSeqShare,0.5056,%
cells_and_area,final_layout_top_logic_cells,"buf_4, nand2_1, nor2_1, a21oi_1, o21ai_0",
routing,antenna_cells,0,
grt,grtUsageTotal,23.46,%
power,power_density,184.4,nW/µm²
grt,grt_pass1_vias,13628,
outcome,status,"finished, violations left",
worst_hold_path,hold_path_startpoint,"i1.digitCount[0]",
timing,hold_viol,0,
critical_path,crit_slowest_cell,"or4_4",
power,leakagePower,0.007025,µW
placement,port_buffers,25,
critical_path,cp_max_fo,5,
logic_synthesis,syn-instance-count,1531,
timing,worst-slew-pin-transition,745.8,ps
logic_synthesis,netlist_area,9898,µm²
placement,pre_cts_slack,-5695,ps
logic_synthesis,flop_cell,"dfrtp_1",
timing,finalCritPeriodShare,131.7,%
critical_path,cp.arrival,17430,ps
critical_path,reg2reg_depth,3,
critical_path,path_common_cell,"a21oi_2",
timing,max_slew_margin,49.92,%
cts,cts_root_buf,"clkbuf_16",
outcome,violations,"setup timing",
placement,dpl-instance-area,14980,µm²
logic_synthesis,yosys_cells,1531,
worst_hold_path,hold_end,"i1.digitCount[0]",
critical_path,cp_top_family,"AND-OR/OR-AND gates",
cells_and_area,reg.largest.list,"i1.digitCount x2",
logic_synthesis,ys_sh_simple,33.86,%
logic_synthesis,yosys_area,9898,µm²
flow_run,maxCapViolations,0,
routing,drt_wl_total,39.84,mm
## logic make-up after synthesis
family / count (synthesis)
and+or+nand+nor: 658
AOI/OAI and AO/OA: 608
buffers and inverters: 121
xor gates and xnor gates: 53
adders and majority gates: 52
muxes: 37
DFF: 2
## routing by layer
layer	track usage (%)	vias up	share of wire [%]
met5	0	-	0
li1	-	7294	-
met1	32.85	6779	47
met2	40.05	352	46
met4	4.433	0	2.2
met3	1.151	59	4.2
## what timing repair did
action	4_1_cts	5_1_grt
gates resized	86	46
endpoints found under the setup margin	7	7
pin swaps	83	77
buffers inserted	81	20
## Yosys cell counts, types with 7 or more instances
master	n	area (µm²)
a31o_2	7	61.31
nor4_1	23	143.9
o21ai_0	95	475.5
or2_2	19	118.9
a2111oi_0	11	96.34
and3_1	24	150.1
o2111ai_1	17	148.9
nor2b_1	10	62.56
a21oi_1	103	515.5
and2_1	27	168.9
a2bb2oi_1	7	61.31
xor2_1	12	105.1
a41oi_1	9	78.83
nand2_1	148	555.5
ha_1	48	600.6
a211o_1	16	140.1
a22oi_1	8	60.06
o21a_1	27	202.7
o22ai_1	12	75.07
mux2i_1	24	240.2
nand3_1	61	305.3
o31ai_1	18	135.1
a221oi_1	7	61.31
a221o_1	8	80.08
or3_1	19	118.9
nand4_1	21	131.4
a211oi_1	40	300.3
a31oi_1	32	200.2
clkbuf_1	46	172.7
nor2_1	154	578.1
nor3_1	71	355.3
mux2_2	11	123.9
inv_1	40	150.1
o211a_1	9	90.09
or4_1	8	60.06
o211ai_1	21	157.7
xnor2_1	39	341.6
buf_2	19	95.09
nand2b_1	19	118.9
o31a_1	15	131.4
a21o_1	20	150.1
o21ai_1	15	75.07
## worst register-to-register path: stages (launching register included)
cell     delay [ps]
dfrtp_1         370
buf_4           140
inv_1            90
ha_1            260
## worst max-delay path by stage
stage	end	slack [ps]	depth (start not counted)	from
after global routing	display[3]	-5690	89	displayValue[10]
final	display[0]	-4950	86	displayValue[9]
after CTS	display[3]	-4610	85	displayValue[9]
## area by class of cell
| class | count | area, µm² |
|---|---|---|
| Clock buffer | 3 | 75.07 |
| Sequential cell | 2 | 50.05 |
| Fill cell | 3070 | 16280 |
| Multi-Input combinational cell | 1408 | 10120 |
| Timing Repair Buffer | 694 | 5279 |
| Tap cell | 442 | 553.0 |
| Inverter | 45 | 171.4 |
## power breakdown
part           internal [µW]  switching, µW  leakage (µW)  total (µW)
Sequential              5.23              0     0.0000286        5.23
Combinational           1530           1430       0.00696        2950
Clock                   32.6           5.77     0.0000370        38.4
Total                   1570           1430       0.00703        3000
## metrics by stage
stage | cells | utilization, %
after floorplan | 1531 | -
after global placement | 2492 | 46.05
after detailed placement | 2492 | 46.05
after CTS | 2576 | 48.81
after global routing | 2594 | 49.95
final | 2594 | 49.95
Power figures rest on the tool's default switching activity, not on a simulated workload.
