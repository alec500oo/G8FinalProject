<file path="flow/run.sh">
#!/bin/bash
# OpenROAD 26Q1-2900-gdf79404cd8, Yosys 0.63+post, stock flow scripts
make -C /OpenROAD-flow-scripts/flow DESIGN_CONFIG=/design/flow/config.mk WORK_HOME=/design/flow/orfs finish
</file>
<file path="flow/config.mk">
export PLATFORM = sky130hd
export DESIGN_NAME = NesReader
export DESIGN_NICKNAME = NesReader
export VERILOG_FILES = /design/flow/design.v
export SDC_FILE = /design/flow/constraint.sdc
export NUM_CORES = 4
export LEC_CHECK = 1
export CORE_AREA = 10 10 73 73
export DIE_AREA = 0 0 83 83
</file>
<file path="flow/constraint.sdc">
current_design NesReader

set clk_period 2.1
set clk_io_pct 0.2

create_clock -name clk0 -period $clk_period [get_ports {clock}]

set non_clock_inputs [all_inputs -no_clocks]
set_input_delay [expr $clk_period * $clk_io_pct] -clock clk0 $non_clock_inputs
set_output_delay [expr $clk_period * $clk_io_pct] -clock clk0 [all_outputs]
</file>
<file path="flow/design.v">
module NesReader(
  input logic dataYellow,
  input logic clock,
  input logic reset_n,
  output logic latchOrange,
  output logic clockRed,
  output logic up,
  output logic down,
  output logic left,
  output logic right,
  output logic start,
  output logic select,
  output logic a,
  output logic b
  );
  logic [3:0] count;
  Counter4 matt_i1(
    .clk               (clock), 
    .reset_n           (reset_n), 
    .count             (count)
  );
  NesClockStateDecoder matt_i2(
    .controllerState  (count), 
    .nesClock         (clockRed)
  );
  NesLatchStateDecoder matt_i3 (
    .controllerState  (count), 
    .nesLatch         (latchOrange)
  );
  NesDataReceiverDecoder matt_i4 (
    .dataYellow       (dataYellow), 
    .reset_n           (reset_n),
    .controllerState  (count), 
    .readButtons      ({a, b, select, start, up, down, left, right})
  );
endmodule
module Counter4(
  input logic clk, reset_n,
  output logic [3:0] count);
  always_ff @ (posedge clk, negedge reset_n)
    if(!reset_n) count <= 4'b0;
    else count <= count + 1;
endmodule
module NesLatchStateDecoder(
  input logic [3:0] controllerState,
  output logic nesLatch);
  always_comb
    case(controllerState)
      4'h0: nesLatch = 1;
      default: nesLatch = 0;
    endcase
endmodule
module NesClockStateDecoder(
  input logic [3:0] controllerState,
  output logic nesClock);
  always_comb
    case (controllerState)
      4'h2: nesClock = 1;
      4'h4: nesClock = 1;
      4'h6: nesClock = 1;
      4'h8: nesClock = 1;
      4'ha: nesClock = 1;
      4'hC: nesClock = 1;
      4'hE: nesClock = 1;
      default: nesClock = 0;
    endcase
endmodule
module NesDataReceiverDecoder(
  input logic dataYellow,
  input logic reset_n,
  input logic [3:0] controllerState,
  output logic [7:0] readButtons); 
  always_ff @ (posedge controllerState[0], negedge reset_n)
    if(!reset_n) readButtons <= 8'b0;
    else case(controllerState[3:0])
      4'h1: readButtons[7] <= dataYellow;	 
      4'h3: readButtons[6] <= dataYellow;	 
      4'h5: readButtons[5] <= dataYellow;	 
      4'h7: readButtons[4] <= dataYellow;	 
      4'h9: readButtons[3] <= dataYellow;	 
      4'hB: readButtons[2] <= dataYellow;	 
      4'hD: readButtons[1] <= dataYellow;	 
      4'hF: readButtons[0] <= dataYellow;	 
      default: readButtons <= readButtons;
    endcase
endmodule
</file>
==> results.rst <==
Run summary
-----------

.. list-table::
   :header-rows: 1

   * - Metric
     - Value
   * - Count of warning messages emitted by the tools
     - 29
   * - Peak supply drop
     - 0.229 mV
   * - Share of final-layout standard cells stronger than drive strength 1
     - 25.4%
   * - Least setup slack across all paths after layout
     - 0.134 ns
   * - Setup TNS Final
     - 0 ns
   * - Busiest layer in global routing
     - met1
   * - Mean Syn Cell Area
     - 13.5 um2
   * - Source-to-sink clock delay at the later pin of the worst-skew pair
     - 0.22 ns
   * - Yosys warns
     - 4
   * - Pin count of the biggest net entering global routing
     - 13
   * - Launch point of the critical path
     - matt_i1.count[1]$_DFF_PN0_
   * - Most frequent cells in the layout
     - 11 x sky130_fd_sc_hd__clkdlybuf4s50_1, 11 x sky130_fd_sc_hd__dfrtp_1, 5 x sky130_fd_sc_hd__ha_1, 4 x sky130_fd_sc_hd__mux2_1, 4 x sky130_fd_sc_hd__mux2_2
   * - Via/cell ratio
     - 3.54
   * - IO Count
     - 13
   * - Area of the die
     - 6890 um2
   * - Min cycle time layout
     - 1.97 ns
   * - Reg2Reg Launch Point
     - matt_i1.count[0]$_DFF_PN0_
   * - Arrival time reported for the critical path endpoint
     - 1.55 ns
   * - Non-filler instance count after layout
     - 107
   * - Final number of max-transition violations
     - 0
   * - Clock input transition at the sequential cells of the worst setup and hold paths
     - 0.03 ns
   * - Setup repair after global routing missed its margin
     - false
   * - Cell count of the worst hold path
     - 1
   * - Total chip power
     - 251 uW
   * - Post-detailed-route DRC marker count
     - 0
   * - Maximum clock rate
     - 509 MHz
   * - Worst slew margin relative to its limit
     - 64.7%
   * - Transition time of the tightest slew-check pin
     - 0.528 ns
   * - Power Dens Cells
     - 305 nW/um2
   * - Final weighted congestion in routability-driven placement
     - 0.700
   * - Antenna violations before repair
     - 0
   * - Clock tree skew after final layout
     - 0.00150 ns
   * - Maximum net fanout on the critical path
     - 5
   * - GR met2 Demand/Resource
     - 4.68%
   * - Antenna Diode Count
     - 0
   * - Post-synth area from yosys stat
     - 594 um2
   * - Post-synth regs
     - 12
   * - Worst endpoint required time
     - 1.68 ns
   * - Cell count after placement
     - 104
   * - H-tree Lvls
     - 1
   * - Global routing usage on met1
     - 5.36%
   * - Max cap viols
     - 0
   * - Status
     - finished clean
   * - Endpoint with the worst hold slack
     - matt_i1.count[0]$_DFF_PN0_
   * - First drt pass iteration count
     - 2
   * - Area growth from synthesis to final layout
     - 38.3%
   * - Part of the Yosys area used for sequential elements
     - 50.5%
   * - Clock tree from TritonCTS
     - done
   * - Category of the most critical setup path
     - flip-flop to output port
   * - Num rows
     - 22
   * - Global-route congestion overflow total
     - 0
   * - Hold path startpoint
     - matt_i1.count[0]$_DFF_PN0_
   * - Number of endpoints with negative hold slack in the final report
     - 0
   * - Final Routed Wirelength
     - 1150 um
   * - Reg2reg path depth
     - 3
   * - Core box area
     - 3740 um2
   * - Setup violations, final
     - 0
   * - Vias in the first global route
     - 380
   * - Height of the chip
     - 83 um
   * - Wire length of the first global-routing pass
     - 2080 um
   * - Worst min-delay path category
     - flip-flop to flip-flop
   * - Post-CTS setup-driven buffer insertion count
     - 0
   * - Kind of launch point of the worst setup path
     - flip-flop
   * - Number of cells in Yosys stat
     - 44
   * - Antenna Nets Post-Route
     - 0
   * - Core Util at FP
     - 15.9%
   * - Total number of vias
     - 379
   * - Critical register-to-register path endpoint
     - matt_i1.count[2]$_DFF_PN0_
   * - Static power due to leakage
     - 0.353 nW
   * - Placement-stage worst setup slack
     - 0.210 ns
   * - Per-cell routed wire length
     - 10.7 um
   * - Netlist area before placement
     - 594 um2
   * - Final HPWL DP
     - 892 um
   * - Total of buffers placed on input and output ports
     - 12
   * - Inserted Clock Buffers
     - 3
   * - Count of mapped cells out of synthesis
     - 44
   * - Synth cell types
     - 15
   * - Global routing met3 resource utilization
     - 0.886%
   * - Reg-to-reg slack, setup
     - 0.98 ns
   * - Capturing element type of the critical path
     - output port
   * - Period utilisation layout
     - 93.6%
   * - Die extent in x
     - 83 um
   * - Number of DRC markers in iteration 0
     - 20
   * - Global Route Usage Sum
     - 3.45%
   * - Count of endpoints without a timing constraint
     - 16
   * - Number of register pins that no clock reaches
     - 8
   * - Largest buffer count on any clock path
     - 2
   * - Root Buffer Master
     - sky130_fd_sc_hd__clkbuf_8
## cells by family after synthesis
group / share of synthesized area [%]
mux: 15.2
compound gates: 2.32
flops: 50.5
buf+inv: 5.68
xor+xnor: 2.95
fa+ha+maj: 10.5
simple gates: 12.8
## final cells by class
type	count	area, um2
clock buffers	3	41.3
fillers	426	2920
inverters	3	11.3
multi-input cells	27	270
flip-flops and latches	12	302
well taps	48	60.1
repair buffers	14	138
## metal layers
metal,up-vias,wire [um]
li1,184,-
met1,184,602
met2,9,491
met3,2,43
met4,0,9
met5,-,0
## synthesized netlist by cell type, drive strengths merged
| cell | n | area, um2 |
|---|---|---|
| buf | 2 | 22.5 |
| dfrtp | 12 | 300 |
| ha | 5 | 62.6 |
| inv | 3 | 11.3 |
| mux2 | 8 | 90.1 |
| nand3 | 3 | 15.0 |
| nand3b | 4 | 33.8 |
| nor3b | 3 | 27.5 |
| o22ai | 1 | 6.26 |
| o31ai | 1 | 7.51 |
| xnor2 | 1 | 8.76 |
| xor2 | 1 | 8.76 |
## worst max path at each step
stage | to | slack, ns | cells past startpoint
after CTS | clockRed | 0.04 | 5
final | latchOrange | 0.13 | 4
after global routing | latchOrange | 0.03 | 4
## worst max-delay path: stages, from the launching register on
cell,delay [ns]
sky130_fd_sc_hd__dfrtp_2,0.43
sky130_fd_sc_hd__inv_1,0.10
sky130_fd_sc_hd__ha_1,0.16
sky130_fd_sc_hd__nor3b_2,0.16
sky130_fd_sc_hd__clkdlybuf4s50_1,0.48
## stage by stage
step / instance area, um2 / utilization [%] / hold WS [ns]
5_1_grt: 822 / 22.0 / 0.496
6_report: 822 / 22.0 / 0.465
2_1_floorplan: 594 / - / 0.124
4_1_cts: 813 / 21.7 / 0.485
3_3_place_gp: 767 / 20.5 / 0.464
3_5_place_dp: 767 / 20.5 / 0.485
## power breakdown
group	switching (mW)	internal [mW]
Sequential	0	0.0774
Combinational	0.00606	0.00342
Clock	0.0416	0.122
Total	0.0477	0.203
## sequential cells by signal, summed over array words and instances (netlist names)
signal               flops
matt_i4.readButtons      8
matt_i1.count            4
## what timing repair did
action,4_1_cts,5_1_grt
gates cloned,0,0
endpoints found under the setup margin,1,2
pin swaps,0,1
resized,1,4
hold buffers,0,0
Power is estimated from default activity; no workload was simulated.
