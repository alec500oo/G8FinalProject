--- /design/flow/design.v ---
module ClockDivider(
  input logic clock_2MHz,	 
  input logic reset_n,		 
  output logic clock_1MHz, 	 
  output logic clock_512KHz, 	 
  output logic clock_256KHz, 	 
  output logic clock_128KHz, 	 
  output logic clock_64KHz, 	 
  output logic clock_32KHz, 	 
  output logic clock_16KHz, 	 
  output logic clock_8KHz, 	 
  output logic clock_4KHz, 	 
  output logic clock_2KHz, 	 
  output logic clock_1KHz, 	 
  output logic clock_512Hz, 	 
  output logic clock_256Hz, 	 
  output logic clock_128Hz, 	 
  output logic clock_64Hz, 	 
  output logic clock_32Hz, 	 
  output logic clock_16Hz, 	 
  output logic clock_8Hz, 	 
  output logic clock_4Hz, 	 
  output logic clock_2Hz, 	 
  output logic clock_1Hz 	 
  ); 
  logic [20:0] count;
  always_ff@(posedge clock_2MHz, negedge reset_n)
    if   (!reset_n)	count <= 0;
    else 	   	count <= count + 1;
  assign clock_1MHz = count[0];	 
  assign clock_512KHz = count[1];	 
  assign clock_256KHz = count[2];	 
  assign clock_128KHz = count[3];	 
  assign clock_64KHz = count[4];	 
  assign clock_32KHz = count[5];	 
  assign clock_16KHz = count[6];	 
  assign clock_8KHz = count[7];	 
  assign clock_4KHz = count[8];	 
  assign clock_2KHz = count[9];	 
  assign clock_1KHz = count[10];	 
  assign clock_512Hz = count[11];	 
  assign clock_256Hz = count[12];	 
  assign clock_128Hz = count[13];	 
  assign clock_64Hz = count[14];	 
  assign clock_32Hz = count[15];	 
  assign clock_16Hz = count[16];	 
  assign clock_8Hz = count[17];	 
  assign clock_4Hz = count[18];	 
  assign clock_2Hz = count[19];	 
  assign clock_1Hz = count[20]; 
endmodule
--- /design/flow/run.sh ---
#!/bin/bash
# OpenROAD 26Q1-2900-gdf79404cd8, Yosys 0.63+post, stock flow scripts
make -C /OpenROAD-flow-scripts/flow DESIGN_CONFIG=/design/flow/config.mk WORK_HOME=/design/flow/orfs finish
--- /design/flow/config.mk ---
export PLATFORM = sky130hd
export DESIGN_NAME = ClockDivider
export DESIGN_NICKNAME = ClockDivider
export VERILOG_FILES = /design/flow/design.v
export SDC_FILE = /design/flow/constraint.sdc
export NUM_CORES = 4
export LEC_CHECK = 1
export CORE_AREA = 10 10 80 80
export DIE_AREA = 0 0 90 90
--- /design/flow/constraint.sdc ---
current_design ClockDivider

set clk_period 3.5
set clk_io_pct 0.2

create_clock -name clk0 -period $clk_period [get_ports {clock_2MHz}]

set non_clock_inputs [all_inputs -no_clocks]
set_input_delay [expr $clk_period * $clk_io_pct] -clock clk0 $non_clock_inputs
set_output_delay [expr $clk_period * $clk_io_pct] -clock clk0 [all_outputs]
==> job_summary.md <==
## Implementation flow summary

| Metric | Value |
|---|---|
| Status | `finished clean` |
| Seq share, synth | `58.7%` |
| Cells after Synth | `roughly 75` |
| Worst-path cell chain | `clkdlybuf4s50_1` |
| N_diodes | `0` |
| Worst Hold End | `count[20]` |
| CP Class | `register to primary output` |
| Vertical die size | `around 90 um` |
| MaxCap Viol Count | `0` |
| R2r worst-path depth | `5` |
| Max reg flops | `21` |
| DRC | `0` |
| Avg WL per Cell | `11.3 um` |
| CTS root buffer | `clkbuf_8` |
| CTS Sinks | `21` |
| Syn_area_per_cell | `approximately 12 sq um` |
| Fin. max-slew vios | `0` |
| WP data required | `~2.8 ns` |
| Pwr dens | `around 320 nW/um^2` |
| Final hold viol count | `0` |
| Yosys Instances | `75` |
| Chip area | `8100 sq um` |
| DR pass1 iterations | `4` |
| Worst path top cell family by delay | `buffers and inverters` |
| Number of global-route vias before repair | `between 600 and 700` |
| Hold Startpoint | `count[20]` |
| CP bufs+invs | `1` |
| Post-cts resize count | `0` |
| Latency at later pin | `roughly 0.25 ns` |
| DR iter-0 viols | `23` |
| First-pass GRT wire length | `3220 um` |
| Largest net degree at the start of global routing | `22` |
| Non-Filler Instances | `roughly 170` |
| Fin Hold WS | `around 0.48 ns` |
| Worst Max-Slew Pin Slew | `about 0.64 ns` |
| Core region area | `about 4700 sq um` |
| Synth warn | `1` |
| Yosys stat chip area | `895 sq um` |
| Hold path depth | `1` |
| Max VDD drop | `between 0.0002 and 0.00025 V` |
| Setup slack after layout | `~1.6 ns` |
| R2R setup slack | `1.68 ns` |
| CP Capture Type | `primary output` |
| Setup violators final | `0` |
| Starting Density | `around a fifth` |
| DR vias | `621` |
| Worst r2r dst | `count[18]` |
| Layout cells sized above 1 | `under 10%` |
| Pre-CTS setup slack | `around 1.7 ns` |
| Initial antenna violation count | `0` |
| Setup Fix Bufs, Post-CTS | `0` |
| HP Class | `register to register` |
| Top reg by flops | `count` |
| Final HPWL DP | `about 1500 um` |
| Critical path arrival | `between 1 and 1.5 ns` |
| Cts-stage hold buffer count | `0` |
| Setup crit start | `count[8]` |
| Max clock buf depth | `2` |
| RSZ-0062 raised after global routing | `false` |
| Yosys reg bits | `21` |
| Critical path's slowest cell | `clkdlybuf4s50_1` |
| Startpoint Class | `register` |
| Dpl cells | `165` |
| PortBufs | `22` |
| Period minus WS final | `approximately 1.9 ns` |
| Max FO, Critical Path | `6` |
| Layout area overhead | `39.9%` |
| Row cnt | `25` |
| Setup TNS Final | `0 ns` |
| Die x size | `about 90 um` |
| GPL Wtd Cong | `between 0.7 and 0.8` |
| Tool Warnings | `25` |
| Maximum clock frequency | `between 500 and 600 MHz` |
| Synth cell types | `17` |
| Filler cell count | `493` |
| GRT overflow | `0` |
| Total power | `between 400 and 500 uW` |
| Total CTS buffers | `3` |
| Setup Skew | `around 0.0036 ns` |
| Max incr delay on CP | `0.51 ns` |
| Stages on the worst setup path | `1` |
| Core Util, Final | `between 20% and 30%` |
| CTS tree | `done` |
| Final period utilization | `between 50% and 60%` |
| Post-DRT Antenna Nets | `0` |
| Top Registers | `count: 21 flops` |
| Syn Std Cell Area | `a little under 900 sq um` |
| Routed wire length | `1900 um` |
| Vias per std cell | `3.67` |
| CTS clk-pin slew, worst paths | `around 0.070 ns` |
| Number of top-level pins | `23` |
| Design area | `roughly 1300 sq um` |
| Placed inst area | `roughly 1200 sq um` |
| Worst slew margin | `between 50% and 60%` |
| GRT Util Overall | `4.78%` |
| P_leak | `about 0.51 nW` |
| Htree depth | `1` |
| R2R Path Start | `count[0]` |
==> worst register-to-register path, stage by stage (launching register included) <==
cell     delay (ns)
dfrtp_1        0.43
ha_1           0.23
inv_1          0.09
or3_4          0.40
or4_4          0.43
xnor2_2        0.14
==> worst max-delay path by stage <==
stage       endpoint  slack [ns]
5_1_grt   clock_4KHz        1.50
6_report  clock_4KHz        1.58
4_1_cts   clock_4KHz        1.57
==> metal layers <==
| layer | part of all wire (%) | wire [um] | vias to the layer above | GRT usage [%] |
|---|---|---|---|---|
| met3 | 6.3 | 120 | 0 | 2.10 |
| met5 | 0 | 0 | - | 0 |
| met4 | 0 | 0 | 0 | 0.265 |
| li1 | - | - | 308 | - |
| met1 | 51 | 967 | 294 | 6.81 |
| met2 | 43 | 816 | 19 | 6.90 |
==> placed cells by master, fill, tap and decap left out <==
cell / instances
nor4_1: 1
or3_4: 1
dfrtp_1: 21
buf_4: 1
xnor2_1: 13
ha_1: 1
nand3b_1: 1
xnor2_2: 1
and3_1: 2
nor3_1: 2
nand3_1: 8
or4_4: 1
clkdlybuf4s50_1: 22
clkbuf_1: 1
nand2_1: 6
nand4_1: 4
nor2_1: 4
inv_1: 3
nand3_2: 1
xor2_1: 5
clkbuf_8: 3
==> logic make-up (layout without fill, tap and decap cells) <==
logic type	after synthesis	in the layout	share of synthesized area, %
xor+xnor	19	19	19.4
fa+ha+maj	1	1	1.40
buf+inv	3	30	1.26
flops	21	21	58.7
simple gates	31	31	19.2
==> layout make-up <==
class	count	area [sq um]	share of cell area, %
inverter	3	11.3	0.900
sequential	21	526	42.0
timing repair buffer	23	228	18.2
clock buffer	4	45.0	3.60
multi-input combinational	51	358	28.6
tap	67	83.8	6.70
==> where the power goes <==
part / switching [mW] / internal (mW) / leakage [nW]
clock network: 0.0737 / 0.0809 / 0.0228
registers: 0 / 0.242 / 0.284
logic: 0.00455 / 0.00171 / 0.208
total: 0.0782 / 0.325 / 0.515
==> Yosys cell counts (all sizes together) <==
library cell | number | area share [%]
nor2 | 4 | 1.7
nand3b | 1 | 0.84
nor3 | 2 | 1.1
and3 | 2 | 1.4
ha | 1 | 1.4
nor4 | 1 | 0.70
xnor2 | 14 | 15
nand3 | 9 | 5.6
inv | 3 | 1.3
dfrtp | 21 | 59
or4 | 1 | 1.3
nand2 | 6 | 2.5
or3 | 1 | 1.3
nand4 | 4 | 2.8
xor2 | 5 | 4.9
Power and IR drop assume default switching activity.
